<file path="flow/run.sh">
#!/bin/bash
# OpenROAD 26Q1-2900-gdf79404cd8, Yosys 0.63+post, stock flow scripts
make -C /OpenROAD-flow-scripts/flow DESIGN_CONFIG=/design/flow/config.mk WORK_HOME=/design/flow/orfs finish
</file>
<file path="flow/config.mk">
export PLATFORM = sky130hd
export DESIGN_NAME = L1_cache
export DESIGN_NICKNAME = L1_cache
export VERILOG_FILES = /design/flow/design.v
export SDC_FILE = /design/flow/constraint.sdc
export NUM_CORES = 4
export LEC_CHECK = 1
export CORE_UTILIZATION = 50
export SYNTH_HDL_FRONTEND = slang
</file>
<file path="flow/constraint.sdc">
current_design L1_cache

set clk_period 26.5
set clk_io_pct 0.2

create_clock -name clk0 -period $clk_period [get_ports {clock}]

set non_clock_inputs [all_inputs -no_clocks]
set_input_delay [expr $clk_period * $clk_io_pct] -clock clk0 $non_clock_inputs
set_output_delay [expr $clk_period * $clk_io_pct] -clock clk0 [all_outputs]
</file>
<file path="flow/design.v">
package fgmt;
	localparam integer WIDTH = 32;
    localparam integer THREAD_POOL_SIZE = 4 ;
    localparam integer  TID_bits = 2;
    typedef logic [WIDTH*4-1:0] line;
    typedef logic [WIDTH-1:0] word; 
    parameter set  = 1;
    parameter clear = 0;
    parameter no_of_l1_blocks=1;                         
    localparam integer block_size = 4;                   
    typedef logic [block_size-1:0] [WIDTH-1:0] block;
    localparam logic [1:0] CTID_T0 = 2'b00;
    localparam logic [1:0] CTID_T1 = 2'b01;
    localparam logic [1:0] CTID_T2 = 2'b10;
    localparam logic [1:0] CTID_T3 = 2'b11;
    localparam logic [3:0] PC_T0 = 4'b0001;      
    localparam logic [3:0] PC_T1 = 4'b0010;      
    localparam logic [3:0] PC_T2 = 4'b0100; 	 
    localparam logic [3:0] PC_T3 = 4'b1000; 	 
    localparam word 	   bubble  = 32'b0;     
endpackage
import fgmt::*;
module L1_cache #(
    parameter CTID = 0) 
    (
    input logic clock,        
    input logic reset,      
    input word  PCF,                         
    input word addr_rst,                     
    input logic [TID_bits-1:0] tid_fetch,    
    input word br_target,                    
    input logic [TID_bits-1:0] tid_br,       
    input word l2addr,                       
    input logic [TID_bits-1:0] l2_tid,       
    input line l2_line,                      
    input logic l2_valid_rsp,                
    output logic br_req,                     
    output logic req_spec,                   
    output logic req_refill,                 
    output word instr                        
    );
    logic active;                     
    word  i_addr, instr_required;     
    line  cache_line;                 
    logic cache_update_valid;
    logic   br_valid;
    word    tag_bit;                  
    integer icount;           
    block   l1_block_memory;          
    assign cache_update_valid   = l2_valid_rsp && (l2_tid == CTID);
    assign br_valid             = (tid_br == CTID);
    function block line_to_word(input line data);
        automatic block instr;
        for (int i = 0; i < block_size; i++) begin
            instr[i] = data[i * WIDTH +: WIDTH];
        end
        return instr;
    endfunction : line_to_word
    function integer offset_selector(input [3:0] sel);
        automatic integer instr_sl;
            case(sel)
                4'b0000: instr_sl = 0;
                4'b0100: instr_sl = 1;
                4'b1000: instr_sl = 2;
                4'b1100: instr_sl = 3;
					default: instr_sl = 0;
            endcase
        return instr_sl;
    endfunction
    function word instr_selector(input integer sel, input block data);
        return data[sel];
    endfunction
    parameter read = 1'b1;
    parameter update = 1'b0;
    always_comb begin : cache_buffer
        l1_block_memory       = cache_update_valid ? line_to_word(l2_line) : line_to_word(cache_line);
        i_addr                = active ? PCF : br_valid ? br_target : 1'b0;
        icount                = offset_selector(i_addr[3:0]);
        instr_required        = instr_selector(icount, l1_block_memory);
        br_req     = 1'b0;
        instr      = 1'b0;
        req_spec   = 1'b0;
        req_refill = 1'b0;
        case(active)
            read: begin
                br_req = 1'b0;
                if (i_addr[31:4]==tag_bit[31:4]) begin
                    instr = instr_required;
                    req_spec = (icount == 3);
                    req_refill = 1'b0;
                end
                else begin
                    instr = bubble;
                    req_spec = 1'b0;
                    req_refill = 1'b1;        
                end
            end 
            update: begin
                instr = bubble;
                req_spec = 1'b0;
                req_refill = 1'b0;
                if (i_addr[31:4]==tag_bit[31:4]) begin
                    br_req = 1'b0;        
                end
                else begin
                    br_req = (br_valid) ? 1'b1 : br_req;    
                end
            end
            default: active = read;
        endcase
    end
    always_ff @(posedge clock ) begin 
	if (reset)  {tag_bit, cache_line} <= 140'h0;
        else if(cache_update_valid) {tag_bit, cache_line} <= {l2addr, l2_line};
        else                        {tag_bit, cache_line} <= {tag_bit, cache_line};
        if (tid_fetch == CTID) active <= read;
        else                   active <= update;
    end
endmodule
</file>
==> changes_impl.md <==
## Flow update

* Outcome: completed
* GR Util met3 at 5.58%
* RSZ-0062 raised after global routing: false
* Max VDD drop at between 40 and 50 uV
* Layout cells sized above 1 at 6.81%
* # IOs at approximately 300
* Yosys Chip Area at approximately 0.0085 mm^2
* Worst r2r path cells at 2
* Final Cell Area at 0.0117 mm^2
* Reg clk slew, reported paths at 60 ps
* Logic pwr share at 17.9%
* Seq share, synth at 37.1%
* Total CTS buffers at 17
* CTS Buffer Depth at 2
* CTS tree: yes
* Initial DRC Count at 434
* Clock period minus worst slack at 13970 ps
* Grt met1 use at roughly 42%
* DRT antenna net count at 0
* First-pass GRT wire length at between 30000 and 40000 um
* Final setup fails at 0
* CTS H-tree lvls at 4
* Netlist Area Pre-Place at 0.00847 mm^2
* Hold Fails Final Rpt at 0
* Seq pwr share at ~40%
* Initial antenna violation count at 2
* Total GRT Usage at between 20 and 30%
* Crit path max fanout at 39
* Adder Area Share at 0%
* WL per Instance at 15.9 um
* Worst-Margin Slew at 789 ps
* Worst setup path class: input pin to primary output
* Post-Syn Instances at around 1100
* Number of cells on the critical path at 10
* Hold Buf Count CTS at 0
* Setup bufs post-CTS at 0
* Core Area at 0.0166 mm^2
* Sum Neg Setup Slack at 0 ps
* FMAX at 71.6 MHz
* Synth unique cells at 34
* Die ar. at roughly 0.017 mm^2
* Pleak at 3.95 nW
* Hold Slack at 453 ps
* Mux contribution to synthesized area at 7.56%
* Root Buffer Master: clkbuf_16
* Most numerous logic cell after layout: nand2_1
* Width of the die at 132 um
* Final core occ at 70.5%
* Post-CTS sizing at 0
* Top logic family: AND-OR/OR-AND gates
* DIE HEIGHT at between 100 and 150 um
* Period utilization at 52.7%
* Met2 usage at 43.5%
* Area Overhead vs Synth at 38.1%
* # rows at 47
* Detail Placement HPWL at 15700 um
* CP max stage delay at 640 ps
* Largest net degree at the start of global routing at 78
* Most numerous logic cells after layout: nand2_1, clkdlybuf4s50_1, a21oi_1
* CP max-delay cell: a22o_4
* Delay-heaviest family, CP: buffers and inverters
* FP Core Util at around half
* OpenROAD warning count at 62
* Yosys Instances at 1099
* Routed wire length at 24300 um
* Final GP Congestion at 0.877
* Clk pwr share at roughly two fifths
* Synth warn at 0
* Vias per cell at 5.60
* Post-synth top area cell: dfxtp_1
* Final Slew Violations at 0
* Vias at 8555
* Synth flops at 157
* Power Dens Cells at 51.9 mW/mm^2
* Vias in the first global route at 7592
* Power Internal at about 0.00045 W
* Critical path launch point type: input pin
* I/O Buffers at 263
* Worst path buffer plus inverter count at 4
* Sink Count at roughly 160
* Max Cap Viol at 0
* Most crowded layer after global routing: met2
* Worst path arrival time at 8670 ps
* Late-Pin Clk Latency at 410 ps
* Endpoint class of the critical path: primary output
* CP Cell Sequence: clkdlybuf4s50_1 > buf_4 > nor3_1 > a22o_4 > buf_4 > mux2i_1 > a2bb2oi_1 > o211ai_1 > a21oi_2 > clkdlybuf4s50_1
* Syn_area_per_cell at 7.71 um^2
* Grt total ovfl at 0
* # DRC at 0
* Top cells, area: dfxtp_1, nand2_1, a21oi_1, mux2i_1, a2bb2oi_1
* Simple-gate share of the synthesized area at between 20% and 30%
* Required time of the critical path at between 20000 and 25000 ps
* Worst hold path class: register to register
* Slew HR at a little under half
* Drt pass-1 iters at 5
* Hold depth at 2
* Ao+oa area frac at a little over a quarter
* XOR/XNOR Area Share at 0.207%
* Skew final at 0 ps
* Switching share of power at 25.3%
* Psw at 0.000153 W
* Area leader share at between 30% and 40%
* Post-DP Area at 0.0111 mm^2
## kinds of logic (layout without fill, tap and decap cells)
family	count (synthesis)	count (layout)
other	0	1
XOR/XNOR	2	2
multiplexers	64	64
AND/OR/NAND/NOR	424	424
flip-flops	157	157
AND-OR/OR-AND	351	351
buffers and inverters	101	309
## path summary, 6_finish.rpt
| check | start | end | slack [ps] |
|---|---|---|---|
| hold / removal | cache_line[64]$_SDFF_PP0_ | cache_line[64]$_SDFF_PP0_ | 450 |
| setup / recovery | tid_br[0] | instr[3] | 12530 |
| hold reg to reg | cache_line[64]$_SDFF_PP0_ | cache_line[64]$_SDFF_PP0_ | 450 |
| setup reg to reg | tag_bit[22]$_SDFFE_PP0N_ | tag_bit[22]$_SDFFE_PP0N_ | 25820 |
## routing by layer
metal / wire length (um) / up-vias
met4: 306 / 2
met5: 13 / -
met3: 1650 / 23
met1: 11200 / 3935
met2: 11100 / 269
li1: - / 4326
## final cells by class
class                   count  area, um^2
flip-flops and latches    157        3140
multi-input cells         841        4930
repair buffers            278        2740
clock inverters            13         166
fillers                  1368        4880
clock buffers              18         439
well taps                 220         275
diodes                      1        2.50
## flip-flops by register name, indices dropped and copies added (netlist names)
name	cells
active	1
cache_line	128
tag_bit	28
## tightest hold or removal path, cell delays in order (launching register included)
cell and delay [ps]:
dfxtp_1 300, nand2_1 50, a21oi_1 50
## synth_stat cells
master / instances
a22oi_1: 1
nor3_1: 2
or4b_1: 24
nand3b_1: 1
clkbuf_1: 74
nor4b_1: 5
and3_1: 24
and4_4: 1
nand4_1: 1
nor4_2: 3
or3_1: 2
o211ai_1: 64
nor4b_2: 1
buf_2: 15
and2_1: 5
buf_6: 3
o41ai_1: 1
dfxtp_1: 157
nor2_1: 5
nor4_1: 9
buf_1: 4
xnor2_1: 2
nand2_1: 337
clkbuf_2: 2
nand3_1: 1
mux2i_1: 64
and4_1: 2
buf_4: 3
o21ai_0: 3
nand4_4: 1
a21oi_1: 185
a2bb2oi_1: 64
a21oi_2: 31
a22o_1: 2
## metrics by stage
stage	power [W]	cells	setup slack, ps
global route	0.000631	1528	12300
floorplan	0.000312	1099	14200
CTS	0.000610	1527	12530
finish	0.000607	1528	12530
global placement	0.000361	1496	12530
detailed placement	0.000361	1496	12540
## power groups by stage
stage	combinational (W)	clock [W]	sequential [W]
after CTS	0.000109	0.000254	0.000248
after global routing	0.000118	0.000264	0.000249
final	0.000109	0.000250	0.000248
Power is estimated from default activity; no workload was simulated.
